===== design.v =====
module Mult (Product, Multiplicand, Multiplier);
input [7:0] Multiplicand, Multiplier;
output reg [15:0] Product;
 always @ (Multiplicand, Multiplier)
Product = Multiplicand * Multiplier;
endmodule

===== run.sh =====
#!/bin/bash
# OpenROAD 26Q1-2900-gdf79404cd8, Yosys 0.63+post, stock flow scripts
make -C /OpenROAD-flow-scripts/flow DESIGN_CONFIG=/design/flow/config.mk WORK_HOME=/design/flow/orfs finish

===== config.mk =====
export PLATFORM = sky130hd
export DESIGN_NAME = Mult
export DESIGN_NICKNAME = Mult
export VERILOG_FILES = /design/flow/design.v
export SDC_FILE = /design/flow/constraint.sdc
export NUM_CORES = 4
export LEC_CHECK = 1
export CORE_UTILIZATION = 30

===== constraint.sdc =====
current_design Mult

set clk_period 8.5
set clk_io_pct 0.2

create_clock -name clk0 -period $clk_period

set non_clock_inputs [all_inputs -no_clocks]
set_input_delay [expr $clk_period * $clk_io_pct] -clock clk0 $non_clock_inputs
set_output_delay [expr $clk_period * $clk_io_pct] -clock clk0 [all_outputs]

==> out/metrics.yaml <==
critical_path:
  cp_data_required_time_ns: 6.80
  path_class: "primary input to output pin"
  worst_path_max_delay_cell: "clkdlybuf4s50_1"
  cp_top_family: "adder cells"
  crit_path_start_kind: "primary input"
  cp_slowest_stage_delay_ns: 0.63
  crit_chain: "clkdlybuf4s50_1 > nand2_1 > fa_1 > fa_1 > inv_1 > fa_1 > inv_1 > fa_1 > inv_1 > ha_1 > and2_4 > a221oi_2 > nand2_1 > a31oi_1 > xnor2_1 > clkdlybuf4s50_1"
  crit_buf_inv: 5
  crit_path_frequent_cell: "fa_1"
  crit_path_max_fanout: 8
  worst_setup_path_end_kind: "output pin"
  cp.arrival_ns: 6.49
yosys:
  ys.warnings.count: 1
  postSynthSeqShare: 0
  ys_area_mm2: 0.00211
  synthCells: 243
  yosys_cells: 243
  syn_area_per_cell_um2: 8.67
  synthesis.area_mm2: 0.00211
  synth_cell_types: 28
global_routing:
  gr-total-overflow: 0
  gr-usage-all-layers: 0.114
  antenna_found_initial: 0
  grt_max_degree: 9
  grt_pass1_vias: 1529
  grt_pass1_wl_um: 6820
detailed_routing:
  wl_per_cell_um: 10.4
  first_iter_violations: 64
  wl_um: 3860
  drt_pass1_iterations: 4
  drc: 0
  num_vias: 1700
  antenna_left: 0
  post_drt_via_cell_ratio: 4.57
  num_antenna_cells: 0
timing:
  setup-tns-final_ns: 0
  rsz0062_at_grt: "no"
  tightest_slew_ns: 0.424
  slew_viol_final: 0
  whs_ns: 4.50
  hold_viol: 0
  fin_crit_sh: 0.964
  relSlewSlack: 0.714
  setup_violations: 0
  period_needed_ns: 8.19
  fmax_mhz: 122
final_layout:
  fillers: 694
  post-route-util: 0.376
  drive_above_1_share: 0.0217
  clock_buffers: 0
  seqCellArea_um2: 0
  flops: 0
  area_growth_pct: 21.3
clock_tree:
  cts_resized: 0
  cts_hold_buffers: 0
  cts_setup_buffers: 0
power_and_ir_drop:
  total_leakage_power_nw: 1.30
  vdd_ir_drop_max_v: 0.000136
  p_per_area_mw_per_mm2: 195
place:
  place_congestion: 0.847
  hpwl_um: 3450
  portBuffers: 32
floorplan:
  dieWidth_um: 85.8
  num_io_pins: 32
  core_area_mm2: 0.00679
  rows: 30
  chipArea_mm2: 0.00736
  fp-utilization: 0.310
  chipHeight_um: 85.8
flow_run:
  max-cap-violations: 0
  tool_warnings: 32
worst_hold_path:
  hold_path.class: "primary input to output pin"
  min_path_cells: 4
  hp-start: "Multiplicand[0]"
  min_to: "Product[0]"
status:
  status: "completed"
layout by cell type (no fill, tap or decap), types with 2 or more instances in the layout:
cell type / synthesis / layout
xor2_1: 4 / 4
clkdlybuf4s50_1: 0 / 32
o21ai_1: 2 / 2
a21oi_1: 5 / 5
xnor2_1: 7 / 7
nor2_1: 6 / 6
o211ai_1: 2 / 2
nor2b_1: 2 / 2
fa_1: 36 / 36
nor3_1: 2 / 2
ha_1: 36 / 36
and3_1: 3 / 3
a211o_1: 3 / 3
and2_1: 47 / 47
inv_1: 49 / 49
nand2_1: 23 / 23
o21a_1: 4 / 4
report_power, final:
part,internal [mW],leakage (nW),switching [mW]
registers,0,0,0
clock network,0,0,0
logic,0.288,1.30,0.211
total,0.288,1.30,0.211
area by class of cell:
class	instances	area, um^2	area share
repair buffers	33	328	0.128
multi-input cells	194	1920	0.753
well taps	96	120	0.0470
inverters	49	184	0.0720
layer usage:
layer,vias up,global-route usage,routed length (um)
met2,56,0.180,1780
li1,829,-,-
met3,0,0.0117,230
met5,-,0,0
met1,815,0.187,1850
met4,0,0,0
Yosys cell counts (all sizes together), types with 2 or more instances:
cell | number | area (um^2)
xnor2 | 7 | 61.3
and3 | 3 | 18.8
fa | 36 | 721
o211ai | 2 | 15.0
nor2b | 2 | 12.5
nand2 | 23 | 86.3
ha | 36 | 450
nor3 | 2 | 10.0
nor2 | 6 | 22.5
a211o | 3 | 26.3
a21oi | 5 | 25.0
inv | 49 | 184
and2 | 48 | 303
xor2 | 4 | 35.0
o21ai | 3 | 15.0
o21a | 4 | 30.0
per-stage QoR:
| step | setup WS, ns | power (mW) | cell area (um^2) | instances |
|---|---|---|---|---|
| 6_report | 0.308 | 0.499 | 2550 | 372 |
| 3_5_place_dp | 0.308 | 0.506 | 2550 | 372 |
| 5_1_grt | 0.0844 | 0.565 | 2550 | 372 |
| 3_3_place_gp | 0.307 | 0.506 | 2550 | 372 |
| 4_1_cts | 0.307 | 0.510 | 2550 | 372 |
| 2_1_floorplan | 1.62 | 0.306 | 2110 | 243 |
worst max path at each step:
stage	startpoint	endpoint	cells after the start
after CTS	Multiplier[7]	Product[11]	16
after global routing	Multiplier[7]	Product[15]	16
final	Multiplier[7]	Product[11]	16
worst min-delay path, cell delays in order:
cell and delay [ns]:
clkdlybuf4s50_1 0.43, buf_4 0.16, and2_1 0.13, clkdlybuf4s50_1 0.39
cells by family after synthesis:
kind of cell | after synthesis | synth area share
XOR/XNOR | 11 | 0.0457
AND/OR/NAND/NOR | 88 | 0.230
buffers and inverters | 49 | 0.0873
AND-OR/OR-AND | 23 | 0.0814
adder cells (fa/ha/maj) | 72 | 0.556
Power is estimated from default activity; no workload was simulated.
