--- ./run.sh ---
#!/bin/bash
# OpenROAD 26Q1-2900-gdf79404cd8, Yosys 0.63+post, stock flow scripts
make -C /OpenROAD-flow-scripts/flow DESIGN_CONFIG=/design/flow/config.mk WORK_HOME=/design/flow/orfs finish
--- ./config.mk ---
export PLATFORM = sky130hd
export DESIGN_NAME = Sequential_Binary_Multiplier
export DESIGN_NICKNAME = Sequential_Binary_Multiplier
export VERILOG_FILES = /design/flow/design.v
export SDC_FILE = /design/flow/constraint.sdc
export NUM_CORES = 4
export LEC_CHECK = 1
export CORE_AREA = 10 10 86 86
export DIE_AREA = 0 0 96 96
--- ./constraint.sdc ---
current_design Sequential_Binary_Multiplier

set clk_period 3.3
set clk_io_pct 0.2

create_clock -name clk0 -period $clk_period [get_ports {clock}]

set non_clock_inputs [all_inputs -no_clocks]
set_input_delay [expr $clk_period * $clk_io_pct] -clock clk0 $non_clock_inputs
set_output_delay [expr $clk_period * $clk_io_pct] -clock clk0 [all_outputs]
--- ./design.v ---
module Sequential_Binary_Multiplier (Product, Ready, Multiplicand, Multiplier, Start, clock, reset_b);	
  parameter				dp_width = 5; 		 
  output 	[2*dp_width - 1: 0] 	Product;
  output				Ready;
  input 		[dp_width - 1: 0] 	Multiplicand, Multiplier;
  input 					Start, clock, reset_b;
  parameter 			BC_size = 	3;		 
  parameter			S_idle =	3'b001, 		 
        				S_add = 	3'b010, 		
       				S_shift = 	3'b100;
  reg	[2: 0]			state, next_state;
  reg	[dp_width - 1: 0]		A, B, Q;				 
  reg 				C;
  reg	[BC_size - 1: 0]		P;
  reg				Load_regs, Decr_P, Add_regs, Shift_regs;
  assign			Product = {A,Q};
  wire				Zero = (P == 0);			 
  wire				Ready = (state == S_idle);	 
  always @ (posedge clock, negedge reset_b)
    if (~reset_b) state <= S_idle; else state <= next_state;
    always @ (state, Start, Q[0], Zero) begin
    next_state = S_idle;
    Load_regs = 0;
    Decr_P = 0;
    Add_regs = 0;
    Shift_regs = 0;
    case (state)
      S_idle:	begin if (Start) next_state = S_add; Load_regs = 1; end
      S_add:	begin next_state = S_shift; Decr_P = 1; if (Q[0]) Add_regs = 1; end
      S_shift:	begin Shift_regs = 1; if (Zero) next_state = S_idle; 
		else next_state = S_add; end
      default:	next_state = S_idle;
    endcase
  end
  always @ (posedge clock) begin
    if (Load_regs) begin
      P <= dp_width;
      A <= 0;
      C <= 0;
      B <= Multiplicand;
      Q <= Multiplier;
    end
    if (Add_regs) {C, A} <= A + B;
    if (Shift_regs) {C, A, Q} <= {C, A, Q} >> 1;
    if (Decr_P) P <= P -1;
  end
endmodule 
==> flow_summary.ini <==
; physical design summary
[status]
status = finished clean

[yosys]
flop_cell = edfxtp_1
synth-edff-count = 18
synth_cell_types = 29
ys_cells = 78
synthesis.area_mm2 = 0.00106
avgSynthCellArea_um2 = 13.6
yosysSeqAreaShare = 0.602
ys_warn_count = 1
synth_async_sr_flop_share = 0.136
syn_inst = 78
ys_ff = 22
yosys_area_mm2 = 0.00106

[route]
first_pass_iters = 4
drt-initial-drc-count = 28
antenna_cells = 0
vias_per_cell = 3.99
wirelength_um = 2290
wire_per_inst_um = 13.0
ant_nets = 0
vias = 702
drc = 0

[final_layout]
area_growth_pct = 34.1
lay_top_cells = clkdlybuf4s50_1, edfxtp_1, inv_1
final_common_cell = clkdlybuf4s50_1
drive_gt1_frac = 0.106

[global_route]
grt_pass1_wl_um = 3730
track_usage = 0.0515
grt_pass1_vias = 768
antenna_found_initial = 0
grt_max_degree = 14
overflow = 0

[clock_tree]
h-tree-depth = 1
path_clk_slew_ns = 0.07
insertion_delay_ns = 0.26
cts_buffers = 3
holdBufCountCts = 0
cts_tree = built
clockRootBuffer = clkbuf_8
post-cts-setup-buffers = 0
post_cts_resized = 0
clockBufferDepth = 2
clock_sinks = 22

[power]
vdd.ir_drop.worst_v = 0.000397
p_per_area_mw_per_mm2 = 775
leakagePower_nw = 0.522

[worst_setup_path]
worst-setup-path-type = reg -> out
rrSetupSlack_ns = 1.51
worstSetupEndpointType = primary output
r2r-end = A[3]
r2r-start = A[2]
required_ns = 2.64
critical_path.cell_chain = clkdlybuf4s50_1
cpMaxStageDelayCell = dfstp_2
cp_top_family = flip-flops
path_buffers = 1
cp.arrival_ns = 1.40
slowest_delay_ns = 0.65
ff2ff_path_depth = 4
crit_fanout = 10
setup.worst_path.start_class = flop

[placement]
place_ws_ns = 1.49
io_buffers = 23
gp_congestion = 0.814
dp_hpwl_um = 1760

[min_path]
hold_depth = 0
min_to = state[1]
hold_start = state[2]
hold_class = reg -> reg

[floorplan]
die_y_um = 96
io_pins = 24
rows = 27
coreArea_mm2 = 0.00554
fp_util = 0.191
fp.dieW_um = 96
dieArea_mm2 = 0.00922

[final_timing]
rsz0062_at_grt = no
clock.fmax_ghz = 0.485
hold_viol_final = 0
skew_ns = 0.00720
min_period_ns = 2.06
layout_worst_path_cycle_share = 0.625
drv_slew = 0
fin_ws_ns = 1.24
setup_tns_ns = 0
maxSlewHeadroom = 0.696
setup_viol = 0
tightest_slew_ns = 0.456

[job]
maxCapViolCount = 0
warnings = 26
## registers in the layout, indices dropped and copies added, names as in the netlist
| signal | count |
|---|---|
| P | 3 |
| state | 3 |
| Q | 5 |
| C | 1 |
| A | 5 |
| B | 5 |
## power by group
part	internal [mW]	total (mW)	leakage, nW	switching, mW
combinational	0.235	0.411	0.286	0.175
clock	0.0858	0.164	0.0228	0.0780
sequential	0.437	0.524	0.213	0.0868
## cell type report
class                      count  area (um^2)
clock buffer                   4         45.0
tap                           72         90.1
sequential                    22          637
fill                         597         4120
timing repair buffer          23          230
inverter                       8         30.0
multi-input combinational     47          385
## through the flow
| step | area [um^2] | instances | total power [mW] | hold WS [ns] | util |
|---|---|---|---|---|---|
| 2_1_floorplan | 1060 | 78 | 0.735 | 0.364 | - |
| 3_3_place_gp | 1370 | 172 | 0.927 | 0.496 | 0.248 |
| 3_5_place_dp | 1370 | 172 | 0.943 | 0.519 | 0.248 |
| 4_1_cts | 1420 | 176 | 1.11 | 0.537 | 0.256 |
| 5_1_grt | 1420 | 176 | 1.20 | 0.571 | 0.256 |
| 6_report | 1420 | 176 | 1.10 | 0.538 | 0.256 |
## metal layers
layer	wire length (um)	track usage
met1	1060	0.0679
met2	1030	0.0807
met3	179	0.0204
met4	9	0.00737
met5	0	0
## Yosys cell counts (2+ instances only)
library cell   n  share of area
a21oi_1        2         0.0095
a32o_1         2          0.019
dfrtp_1        2          0.047
edfxtp_1      18           0.51
ha_1           7          0.083
inv_1          8          0.028
mux2_2         5          0.053
nand2_1        6          0.021
nand2b_1       4          0.024
nor2_1         2         0.0071
o21ai_0        3          0.014
o22ai_1        2          0.012
## kinds of logic (layout without fill, tap and decap cells)
family,Yosys count,count (layout),share of synthesized area
AND-OR/OR-AND,15,15,0.105
XOR/XNOR,1,1,0.00829
adder cells (fa/ha/maj),8,8,0.102
buffers and inverters,9,35,0.0331
flip-flops,22,22,0.602
multiplexers,5,5,0.0533
AND/OR/NAND/NOR,18,18,0.0959
## how the worst max path moves through the flow
stage	startpoint	endpoint	slack [ns]	depth (start not counted)
after CTS	state[0]	Ready	1.21	1
after global routing	state[0]	Ready	1.17	1
final	state[0]	Ready	1.24	1
Power and IR drop assume default switching activity.
